==> ./design.v <==
module mux_bugfree(sel,inp0, inp1, inp2, inp3, inp4, inp5, inp6, inp7, inp8, 
           inp9, inp10, inp11, inp12, inp13, inp14, inp15, inp16, inp17,
           inp18, inp19, inp20, inp21, inp22, inp23, inp24, inp25, inp26,
           inp27, inp28, inp29, inp30, out);
  input [4:0] sel;
  input [1:0] inp0, inp1, inp2, inp3, inp4, inp5, inp6,
            inp7, inp8, inp9, inp10, inp11, inp12, inp13, 
            inp14, inp15, inp16, inp17, inp18, inp19, inp20,
            inp21, inp22, inp23, inp24, inp25, inp26,
            inp27, inp28, inp29, inp30;
  output [1:0] out;
  reg [1:0] out;
  always @(sel or inp0  or inp1 or  inp2 or inp3 or inp4 or inp5 or inp6 or
            inp7 or inp8 or inp9 or inp10 or inp11 or inp12 or inp13 or 
            inp14 or inp15 or inp16 or inp17 or inp18 or inp19 or inp20 or
            inp21 or inp22 or inp23 or inp24 or inp25 or inp26 or inp27 or 
            inp28 or inp29 or inp30 )
  begin
    case(sel)
      5'b00000: out = inp0;  
      5'b00001: out = inp1;  
      5'b00010: out = inp2;  
      5'b00011: out = inp3;  
      5'b00100: out = inp4;  
      5'b00101: out = inp5;  
      5'b00110: out = inp6;  
      5'b00111: out = inp7;  
      5'b01000: out = inp8;  
      5'b01001: out = inp9;  
      5'b01010: out = inp10;
      5'b01011: out = inp11;
      5'b01100: out = inp12; 
      5'b01101: out = inp13;
      5'b01110: out = inp14;
      5'b01111: out = inp15;
      5'b10000: out = inp16;
      5'b10001: out = inp17;
      5'b10010: out = inp18;
      5'b10011: out = inp19;
      5'b10100: out = inp20;
      5'b10101: out = inp21;
      5'b10110: out = inp22;
      5'b10111: out = inp23;
      5'b11000: out = inp24;
      5'b11001: out = inp25;
      5'b11010: out = inp26;
      5'b11011: out = inp27;
      5'b11100: out = inp28;
      5'b11101: out = inp29;
      5'b11110: out = inp30;
      default: out = 0;
    endcase
  end
endmodule 
==> ./run.sh <==
#!/bin/bash
# OpenROAD 26Q1-2900-gdf79404cd8, Yosys 0.63+post, stock flow scripts
make -C /OpenROAD-flow-scripts/flow DESIGN_CONFIG=/design/flow/config.mk WORK_HOME=/design/flow/orfs finish
==> ./config.mk <==
export PLATFORM = sky130hd
export DESIGN_NAME = mux_bugfree
export DESIGN_NICKNAME = mux_bugfree
export VERILOG_FILES = /design/flow/design.v
export SDC_FILE = /design/flow/constraint.sdc
export NUM_CORES = 4
export LEC_CHECK = 1
export CORE_AREA = 10 10 78 78
export DIE_AREA = 0 0 88 88
==> ./constraint.sdc <==
current_design mux_bugfree

set clk_period 3.2
set clk_io_pct 0.2

create_clock -name clk0 -period $clk_period

set non_clock_inputs [all_inputs -no_clocks]
set_input_delay [expr $clk_period * $clk_io_pct] -clock clk0 $non_clock_inputs
set_output_delay [expr $clk_period * $clk_io_pct] -clock clk0 [all_outputs]
==> GITHUB_STEP_SUMMARY <==
## Synthesis and layout report

| Metric | Value |
|---|---|
| Core area | `4410 um2` |
| Die Area | `7740 um2` |
| Worst Tran Pin Value | `345 ps` |
| Die height | `88 um` |
| Final setup viols | `0` |
| GPL Wtd Cong | `0.827` |
| Drt pass-1 iters | `4` |
| Leak | `0.638 nW` |
| Non-filler cells, final | `233` |
| CP arrival | `2460 ps` |
| Detail Route Antenna Nets | `0` |
| Worst Hold Class | `input port to primary output` |
| Top Layout Cells | `62 x clkdlybuf4s50_1, 23 x buf_4, 11 x mux2i_1` |
| Mapped Cells | `96` |
| Post-DP HPWL | `3180 um` |
| Max-cap violation count | `0` |
| Residual DRC | `0` |
| CP Data Required Time | `2560 ps` |
| Ys cells | `96` |
| Vias | `1,085` |
| Crit path max fanout | `12` |
| Layout cells sized above 1 | `20.4%` |
| Startpoint type of the worst setup path | `input port` |
| Via density | `4.66` |
| Max Clock Freq | `0.323 GHz` |
| Commonest Layout Cell | `clkdlybuf4s50_1` |
| Chip width | `88 um` |
| Inst Count DP | `230` |
| CP Capture Type | `primary output` |
| Slew Limit Fails | `0` |
| Layout area overhead | `132%` |
| Vias in the first global route | `1,130` |
| Minimum clock period | `3100 ps` |
| Number of antenna violations at the first check in global routing | `0` |
| Slew HR | `76.9%` |
| Peak supply drop | `0.0000276 V` |
| DR WL/cell | `16.0 um` |
| Post-Syn Area per Cell | `7.26 um2` |
| PwrDens | `118 nW/um2` |
| Largest net degree at the start of global routing | `16` |
| Dpl ws | `-377 ps` |
| IO Pins | `69` |
| Tot GR Track Use | `8.87%` |
| Sequential Area | `0 um2` |
| Yosys warns | `1` |
| Endpoints failing hold | `0` |
| RSZ-0062 raised after global routing | `no` |
| # hold bufs at CTS | `0` |
| Number of inserted diodes | `0` |
| Setup slack after layout | `105 ps` |
| Global-route wire length before repair | `5610 um` |
| Port buffer count | `69` |
| Mapped cell area | `697 um2` |
| Tool warnings | `32` |
| Tcrit/Tclk final | `96.7%` |
| GRT overflow | `0` |
| Cell Rows | `24` |
| Flop count | `0` |
| Crit path kind | `input port to primary output` |
| FP Core Util | `15.8%` |
| Distinct cells, synth | `41` |
| Outcome | `finished clean` |
| First DRT Iteration DRCs | `35` |
| Register share after synthesis | `0%` |
| Clock buf count | `0` |
| Synthesis area per yosys | `697 um2` |
| Total Wirelength | `3720 um` |
## metrics by stage
step	TNS (ps)	utilization [%]	power, mW	hold slack [ps]	instance area, um2
final	0	36.7	0.191	1940	1620
after global placement	-635	35.8	0.191	2520	1580
after global routing	0	36.7	0.207	2000	1620
after floorplan	0	-	0.0659	1500	697
after detailed placement	-661	35.8	0.190	2530	1580
after CTS	0	36.1	0.190	2210	1590
## worst max-delay path: stages
cell             delay, ps
clkdlybuf4s15_1        230
buf_12                 150
buf_4                  120
nor2b_4                 30
buf_4                  150
a32oi_2                220
o22ai_1                110
o2bb2ai_1              120
or4_1                  410
dlygate4sd2_1          260
## per-layer routing
layer	track usage [%]	routed length, um
met5	0	0
met4	0	0
met3	2.99	345
met2	14.8	1710
met1	11.5	1670
## cell type report
type	instances	area [um2]
fill	456	2790
timing repair buffer	95	901
multi-input combinational	85	651
tap	52	65.1
inverter	1	3.75
## report_power, final
group          total, mW  switching, mW  internal, mW
Sequential             0              0             0
Clock                  0              0             0
Combinational      0.191         0.0623         0.129
## worst paths after layout
check	from	to	slack, ps	depth (start not counted)
max	sel[1]	out[0]	100	10
min	sel[3]	out[1]	1940	5
## cell usage after synthesis, types with 2 or more instances
library cell,n,area share [%]
or4_1,2,2.2
o22ai_1,2,1.8
o21ai_0,5,3.6
nor2b_1,6,5.4
nand2_1,3,1.6
nand3_1,4,2.9
a21oi_1,4,2.9
clkbuf_1,2,1.1
mux2i_1,11,16
a22o_1,2,2.5
nor3b_1,2,2.2
a32oi_1,3,3.8
nor4bb_1,2,2.9
a31oi_1,5,4.5
or3_1,2,1.8
nor3_1,3,2.2
mux2_2,4,6.5
buf_2,6,4.3
nor2_1,6,3.2
## kinds of logic after synthesis
logic type / count (synthesis) / share of synthesized area [%]
and+or+nand+nor: 36 / 32.3
AOI/OAI and AO/OA: 33 / 33.6
muxes: 16 / 25.5
buffers and inverters: 11 / 8.62
## timing repair
item | CTS | global route
resized | 11 | 5
setup buffers | 0 | 3
setup endpoints to repair | 2 | 1
Power and IR drop assume default switching activity.
