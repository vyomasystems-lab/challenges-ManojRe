==> design/flow/config.mk <==
export PLATFORM = sky130hd
export DESIGN_NAME = mux
export DESIGN_NICKNAME = mux
export VERILOG_FILES = /design/flow/design.v
export SDC_FILE = /design/flow/constraint.sdc
export NUM_CORES = 4
export LEC_CHECK = 1
export CORE_AREA = 10 10 72 72
export DIE_AREA = 0 0 82 82
==> design/flow/constraint.sdc <==
current_design mux

set clk_period 1.9
set clk_io_pct 0.2

create_clock -name clk0 -period $clk_period

set non_clock_inputs [all_inputs -no_clocks]
set_input_delay [expr $clk_period * $clk_io_pct] -clock clk0 $non_clock_inputs
set_output_delay [expr $clk_period * $clk_io_pct] -clock clk0 [all_outputs]
==> design/flow/design.v <==
module mux(sel,inp0, inp1, inp2, inp3, inp4, inp5, inp6, inp7, inp8, 
           inp9, inp10, inp11, inp12, inp13, inp14, inp15, inp16, inp17,
           inp18, inp19, inp20, inp21, inp22, inp23, inp24, inp25, inp26,
           inp27, inp28, inp29, inp30, out);
  input [4:0] sel;
  input [1:0] inp0, inp1, inp2, inp3, inp4, inp5, inp6,
            inp7, inp8, inp9, inp10, inp11, inp12, inp13, 
            inp14, inp15, inp16, inp17, inp18, inp19, inp20,
            inp21, inp22, inp23, inp24, inp25, inp26,
            inp27, inp28, inp29, inp30;
  output [1:0] out;
  reg [1:0] out;
  always @(sel or inp0  or inp1 or  inp2 or inp3 or inp4 or inp5 or inp6 or
            inp7 or inp8 or inp9 or inp10 or inp11 or inp12 or inp13 or 
            inp14 or inp15 or inp16 or inp17 or inp18 or inp19 or inp20 or
            inp21 or inp22 or inp23 or inp24 or inp25 or inp26 or inp27 or 
            inp28 or inp29 or inp30 )
  begin
    case(sel)
      5'b00000: out = inp0;  
      5'b00001: out = inp1;  
      5'b00010: out = inp2;  
      5'b00011: out = inp3;  
      5'b00100: out = inp4;  
      5'b00101: out = inp5;  
      5'b00110: out = inp6;  
      5'b00111: out = inp7;  
      5'b01000: out = inp8;  
      5'b01001: out = inp9;  
      5'b01010: out = inp10;
      5'b01011: out = inp11;
      5'b01101: out = inp12;  
      5'b01101: out = inp13;
      5'b01110: out = inp14;
      5'b01111: out = inp15;
      5'b10000: out = inp16;
      5'b10001: out = inp17;
      5'b10010: out = inp18;
      5'b10011: out = inp19;
      5'b10100: out = inp20;
      5'b10101: out = inp21;
      5'b10110: out = inp22;
      5'b10111: out = inp23;
      5'b11000: out = inp24;
      5'b11001: out = inp25;
      5'b11010: out = inp26;
      5'b11011: out = inp27;
      5'b11100: out = inp28;
      5'b11101: out = inp29;   
      default: out = 0;
    endcase
  end
endmodule 
==> design/flow/run.sh <==
#!/bin/bash
# OpenROAD 26Q1-2900-gdf79404cd8, Yosys 0.63+post, stock flow scripts
make -C /OpenROAD-flow-scripts/flow DESIGN_CONFIG=/design/flow/config.mk WORK_HOME=/design/flow/orfs finish
==> results.json <==
{
  "drt-initial-drc-count": 31,
  "antenna_violations_before_repair": 0,
  "hold_ws_ns": 1.38,
  "endpoint_kind": "primary output",
  "final_antenna_net_count": 0,
  "critical_path.slowest_cell": "sky130_fd_sc_hd__or4_1",
  "max-slew-margin-rel_pct": 79.7,
  "worstPathBufferInverterCount": 2,
  "detail_route.antenna_diodes": 0,
  "number_of_standard_cells_reported_by_yosys": 95,
  "openroad.warnings": 39,
  "dr.pass1.iters": 4,
  "layout_min_cycle_time_ns": 2.15,
  "post_synth_instance_area_um2": 678,
  "detail_route.wirelength_um": 3550,
  "drive_above_1_share_pct": 39.1,
  "synth_cell_type_count": 37,
  "finalWeightedCongestion": 0.904,
  "timing.setup.critical_path_class": "in -> out",
  "leakagePower_nw": 0.771,
  "route.detailed.wl_per_inst_um": 15.3,
  "core_area_um2": 3690,
  "final_max_slew_viol_count": 0,
  "grt_setup_unrepaired": "true",
  "delay_heaviest_family_cp": "simple AND/OR/NAND/NOR gates",
  "timing.critical_path.cells": "clkdlybuf4s50_1, nand3_1, o21ai_1, nand3_1, a21oi_2, or4_1, buf_2",
  "class_of_the_most_critical_hold_timing_path": "in -> out",
  "max_cap_viol_count": 0,
  "die_h_um": 82,
  "finish.utilization_pct": 47.2,
  "rows": 22,
  "grtUsageTotal_pct": 10.4,
  "worst_path_fanout_max": 1,
  "final_hold_viol_count": 0,
  "holdBufCountCts": 0,
  "fp.dieArea_um2": 6720,
  "clockBufferCount": 0,
  "placement.setup.worst_slack_ns": -1.09,
  "global_route.overflow_total": 0,
  "synth_sequential_area_ratio_pct": 0,
  "setup-violations-final": 2,
  "violations": "negative setup slack",
  "setup_ws_ns": -0.251,
  "routed-via-count": 1119,
  "floorplan.initialDensity_pct": 18.4,
  "achievable-frequency_ghz": 0.465,
  "post-route-drc-count": 0,
  "required_ns": 1.52,
  "maximum_number_of_pins_on_one_net_before_global_route_repair": 11,
  "synth_area_per_cell_um2": 7.14,
  "mostFrequentLayoutCell": "sky130_fd_sc_hd__dlygate4sd2_1",
  "period_used_pct": 113,
  "io_buffers": 65,
  "vdd_ir_drop_max_mv": 0.0876,
  "path_common_cell": "sky130_fd_sc_hd__nand3_1",
  "synth_warnings": 1,
  "worst-slew-pin-transition_ns": 0.303,
  "critical_path.max_stage_delay_ns": 0.54,
  "power_density_nw_per_um2": 193,
  "hpwlAfterDp_um": 2850,
  "regArea_um2": 0,
  "start_kind": "primary input",
  "final.setup.tns_ns": -0.417,
  "syn_inst": 95,
  "die_x_um": 82,
  "vias_per_cell": 4.82,
  "area_growth_syn_to_layout_pct": 156,
  "design.portCount": 69,
  "synth-area-yosys_um2": 678,
  "logic_area_um2": 747,
  "run_status": "finished, violations left",
  "wire_length_of_the_first_global_routing_pass_um": 5570,
  "mostFrequentLayoutCells": "sky130_fd_sc_hd__dlygate4sd2_1 (34), sky130_fd_sc_hd__buf_4 (23), sky130_fd_sc_hd__clkdlybuf4s50_1 (20)",
  "cp.arrival_ns": 1.77,
  "total_of_fill_cells_in_the_finished_design": 356,
  "grt_pass1_vias": 1211,
  "nFlopsAndLatches": 0
}
cells in the mapped netlist (3+ instances only):
cell | count | area, µm²
sky130_fd_sc_hd__nor3_1 | 5 | 25.0
sky130_fd_sc_hd__mux2i_1 | 6 | 60.1
sky130_fd_sc_hd__a31oi_1 | 5 | 31.3
sky130_fd_sc_hd__mux2_2 | 7 | 78.8
sky130_fd_sc_hd__nand3_1 | 13 | 65.1
sky130_fd_sc_hd__nor2b_1 | 5 | 31.3
sky130_fd_sc_hd__nand3b_1 | 3 | 22.5
sky130_fd_sc_hd__buf_2 | 5 | 25.0
sky130_fd_sc_hd__a21oi_1 | 3 | 15.0
sky130_fd_sc_hd__nand4_1 | 6 | 37.5
sky130_fd_sc_hd__clkbuf_1 | 3 | 11.3
per-layer routing:
layer	vias to the layer above	track usage, %	part of all wire (%)
met5	-	0	0
li1	560	-	-
met2	40	17.6	48
met1	519	13.0	44
met3	0	3.85	7.9
met4	0	0	0
cell type report:
type,count,share of cell area [%]
multi-input cells,82,42.9
well taps,48,3.45
inverters,2,0.576
repair buffers,100,53.0
per-stage QoR:
stage / power [mW] / area, µm² / instances
3_5_place_dp: 0.305 / 1530 / 224
3_3_place_gp: 0.305 / 1530 / 224
5_1_grt: 0.362 / 1740 / 232
4_1_cts: 0.326 / 1690 / 231
6_report: 0.336 / 1740 / 232
2_1_floorplan: 0.108 / 684 / 95
path summary, 6_finish.rpt:
kind	startpoint	end	slack, ns	cells past startpoint
setup / recovery	inp29[0]	out[0]	-0.25	7
hold / removal	sel[4]	out[1]	1.38	4
cells by family after synthesis:
kind of cell    synth area share (%)
buf+inv                         9.78
simple gates                    40.2
compound gates                  20.7
mux                             29.3
repair_timing:
action / 4_1_cts / 5_1_grt
pin swaps: 32 / 6
gates resized: 109 / 14
setup endpoints to repair: 2 / 2
cloned: 2 / 0
buffers inserted: 6 / 1
power by group:
part | switching (mW) | internal, mW | total (mW) | leakage [nW]
combinational | 0.119 | 0.218 | 0.336 | 0.771
sequential | 0 | 0 | 0 | 0
clock | 0 | 0 | 0 | 0
total | 0.119 | 0.218 | 0.336 | 0.771
Power and IR drop assume default switching activity.
